### /design/flow/run.sh
#!/bin/bash
# OpenROAD 26Q1-2900-gdf79404cd8, Yosys 0.63+post, stock flow scripts
make -C /OpenROAD-flow-scripts/flow DESIGN_CONFIG=/design/flow/config.mk WORK_HOME=/design/flow/orfs finish
### /design/flow/config.mk
export PLATFORM = sky130hd
export DESIGN_NAME = iomapper
export DESIGN_NICKNAME = iomapper
export VERILOG_FILES = /design/flow/design.v
export SDC_FILE = /design/flow/constraint.sdc
export NUM_CORES = 4
export LEC_CHECK = 1
export CORE_UTILIZATION = 40
### /design/flow/constraint.sdc
current_design iomapper

set clk_period 7.1
set clk_io_pct 0.2

create_clock -name clk0 -period $clk_period [get_ports {clk}]

set non_clock_inputs [all_inputs -no_clocks]
set_input_delay [expr $clk_period * $clk_io_pct] -clock clk0 $non_clock_inputs
set_output_delay [expr $clk_period * $clk_io_pct] -clock clk0 [all_outputs]
### /design/flow/design.v
module iomapper (
    input        clk,
    input        reset,
    input [31:0] adr,
    input [31:0] writedata,
    input        memwrite,
    output [31:0] io_data
);
    reg [7:0]  display_reg = 0;   
    wire       tick_val;          
    wire [7:0] seg_out;
    wire [3:0] an_out;
    timer_toggle timer_inst (
        .clk(clk),
        .reset(reset),
        .tick_toggle(tick_val)
    );
    seven_seg seg_inst (
        .display_value({8'd0, display_reg}),  
        .seg_data(seg_out),
        .an(an_out)
    );
    always @(posedge clk) begin
        if (memwrite) begin
            case (adr)
                32'h0000FF00: display_reg <= writedata[7:0];  
            endcase
        end
    end
    assign io_data = 
        (adr == 32'h0000FF00) ? {24'd0, display_reg} :
        (adr == 32'h0000FF01) ? {31'd0, tick_val}    :
        (adr == 32'h0000FFF8) ? {24'd0, seg_out}     :
        (adr == 32'h0000FFF9) ? {28'd0, an_out}      :
        32'h0;   
endmodule
module seven_seg (
    input  [15:0] display_value,   
    output reg [7:0] seg_data,     
    output reg [3:0] an            
);
    reg [3:0] digit;  
    always @(*) begin
        digit = display_value % 10;
        case (digit)
            4'd0: seg_data = 8'b11000000;   
            4'd1: seg_data = 8'b11111001;   
            4'd2: seg_data = 8'b10100100;   
            4'd3: seg_data = 8'b10110000;   
            4'd4: seg_data = 8'b10011001;   
            4'd5: seg_data = 8'b10010010;   
            4'd6: seg_data = 8'b10000010;   
            4'd7: seg_data = 8'b11111000;   
            4'd8: seg_data = 8'b10000000;   
            4'd9: seg_data = 8'b10010000;   
            default: seg_data = 8'b11111111;  
        endcase
        an = 4'b1110;  
    end
endmodule
module timer_toggle (
    input        clk,
    input        reset,
    output reg   tick_toggle   
);
    reg [19:0] count;
    always @(posedge clk or posedge reset) begin
        if (reset) begin
            count <= 0;
            tick_toggle <= 0;
        end else if (count == 20'd999_999) begin
            count <= 0;
            tick_toggle <= ~tick_toggle;   
        end else begin
            count <= count + 1;
        end
    end
endmodule
==> run summary <==
flow finished, numbers: Die X=87.6 um, Log Warnings=~52, hold crit path type=register to register, Routed Antenna Nets=0, cells along the critical path=or2_2 > ha_1 > nor2b_4 > a221o_1 > or3_4 > a2111o_1 > and3_4 > a221oi_4 > and3_1 > xnor2_1 > inv_1 > ha_1 > inv_1 > o41ai_1 > o31ai_1 > a32o_1 > clkdlybuf4s50_1, drt initial violations=144, Seq. cell area=766 sq um, Detail Placement HPWL=5260 um, Cell Pwr Density=96.3 mW/mm^2, Flop pwr share=0.509, Tmin final=just under 7 ns, register area share after synthesis=0.261, Int Power=around 270 uW, Clock Skew=between 0.002 and 0.003 ns, yosys stat cell total=359, CP arrival=between 5 and 6 ns, Synth Instances=359, commonest cells after routing, fill and taps aside=clkdlybuf4s50_1, nand2_1, nor2_1, vias in the first global route=2446, Cell Area, Synth=0.00293 sq mm, Max Slew Vio Count=0, Commonest Layout Cell=clkdlybuf4s50_1, drt total wl=6950 um, Switching Share=0.199, P_sw=67.3 uW, fin crit share=0.951, fillcell total=653, post-route setup slack=between 0.3 and 0.4 ns, Top FF cell, synth=dfrtp_1, outcome=complete, no violations, Chip Height=87.6 um, RSZ-0062 raised after global routing=false, CTS tree=done, Residual DRC=0, Ports=99, Via density=5.58, area grow syn2layout=19.4%, die area=0.00768 sq mm, leakage power=1.41 nW, Critical Path End Type=output port, Rows=30, max incr delay on CP=between 0.4 and 0.5 ns, port bufs=50, synth warn=3, clk sinks=29, type of the worst setup path=register to output port, CTS H-tree depth=2, Clock transition at path regs=around 0.06 ns, Tot Pwr=337 uW, Max Clock Freq=148 MHz, residual overflow from global routing=0, Placer Congestion=0.887, post-CTS setup buffer count=0, Worst Hold Path Cells=1, Antenna diodes=0, Fin. Hold Viols=0, placed cells=489, worst vdd ir=85.0 uV, number of flip-flops in the largest register=20, slowest cell on the critical path=a2111o_1, crit path DRT=5.68 ns, Avg Inst Size Synth=~8.2 sq um, pre-CTS WS=about 0.45 ns, yosys stat chip area=0.00293 sq mm, Hold WS=roughly 0.47 ns, Clock Latency Late Sink=0.28 ns, Num CTS Buffers=5, combinational power share=0.087, GRT Util Overall=0.190, pin count of the biggest net entering global routing=30, Worst Tran Pin Value=0.845 ns, distinct lib cells=68, multi-input combinational cell area=0.00192 sq mm, Seq cells post-synth=29, share of cells above drive strength 1=0.0748, first-pass GRT wire length=11400 um, maxcap violations=0, total number of vias=~2800, initial core utilization=0.423, initial antenna violation count=0, setup TNS=0 ns, core area=0.00694 sq mm, DRT Pass-1 Iters=4, Final Setup Violations=0, Worst setup SP type=register, asr flop ratio synth=0.724, R2R depth=8, CP Max Fanout=11, routed length per instance=14.0 um, clock share of power=0.404, max_slew headroom=0.437, Clock Path Buffers=2, fin cells=497, Clock Tree Root=clkbuf_8, Post-synth EDFFs=8
## worst paths after layout
kind,from,to,slack [ns]
worst max-delay path,display_reg[6]$_DFFE_PP_,io_data[4],0.35
worst min register to register,timer_inst.count[4]$_DFF_PP0_,timer_inst.count[4]$_DFF_PP0_,0.47
min in group asynchronous,reset,timer_inst.count[19]$_DFF_PP0_,1.60
worst min-delay path,timer_inst.count[4]$_DFF_PP0_,timer_inst.count[4]$_DFF_PP0_,0.47
worst max register to register,timer_inst.count[0]$_DFF_PP0_,timer_inst.count[18]$_DFF_PP0_,5.17
max in group asynchronous,reset,timer_inst.count[1]$_DFF_PP0_,4.99
## cell usage after synthesis (3+ instances only)
master     count  area (sq um)
a31o_2         4          35.0
o31ai_1        4          30.0
a31oi_1        3          18.8
a2111oi_0      3          26.3
xor2_1        11          96.3
and2_1         5          31.3
nor3_1         9          45.0
nor4_1         6          37.5
a311oi_1       4          35.0
o41ai_1        3          26.3
nor3b_1        3          22.5
a211oi_1       6          45.0
buf_6          3          33.8
o221ai_1       5          43.8
nor4b_1        4          35.0
nand2_1       34           128
a21oi_1        9          45.0
nor2_1        30           113
nand4_1        6          37.5
nor2b_1        6          37.5
dfrtp_1       21           526
xnor2_1       10          87.6
buf_2          6          30.0
o21ai_0       11          55.1
inv_1         13          48.8
a32o_1         3          30.0
edfxtp_1       8           240
nand3_1       21           105
a32oi_1        3          26.3
buf_4         25           188
and3_1        10          62.6
clkbuf_1      12          45.0
o211ai_1       4          30.0
ha_1           7          87.6
## power by group through the flow
stage / Combinational [mW] / Clock [mW] / Sequential [mW]
finish: 0.0293 / 0.136 / 0.172
global route: 0.0325 / 0.148 / 0.171
CTS: 0.0298 / 0.141 / 0.172
## metal layers
layer  track usage  vias to the layer above  wire, um
met1         0.297                     1310      3250
met2         0.303                       84      3310
li1              -                     1373         -
met3        0.0200                        5       324
met4        0.0179                        0        65
met5             0                        -         0
## metrics by stage
step / util / instance area [sq um]
final: 0.505 / 3500
after CTS: 0.502 / 3490
after global routing: 0.505 / 3500
after floorplan: - / 3020
after detailed placement: 0.489 / 3400
after global placement: 0.489 / 3400
## layout make-up
type	instances	area share
clock buffer	6	0.0236
clock inverter	2	0.00250
inverter	13	0.0139
multi-input combinational	294	0.549
sequential	29	0.219
tap	96	0.0343
timing repair buffer	57	0.158
## critical path: cells and delay by family, from the launching register on
| kind | cells | cell delay (ns) |
|---|---|---|
| flip-flops | 1 | 0.38 |
| AND-OR/OR-AND | 6 | 1.93 |
| AND/OR/NAND/NOR | 5 | 1.34 |
| buffers and inverters | 3 | 0.60 |
| adder cells (fa/ha/maj) | 2 | 0.66 |
| XOR/XNOR | 1 | 0.14 |
## cells by family (layout without fill, tap and decap cells)
logic type	Yosys count	after routing	share of synthesized area
and+or+nand+nor	156	156	0.287
AOI/OAI and AO/OA	79	79	0.214
buffers and inverters	59	78	0.118
DFF	29	29	0.261
xor gates and xnor gates	22	22	0.0682
adders and majority gates	9	9	0.0367
muxes	4	4	0.0145
other	1	24	0.00128
## repair_timing
item                                    CTS  global route
resized                                   0             3
endpoints found under the setup margin    0             4
hold endpoints to repair                  0             0
hold buffers                              0             0
Power figures rest on the tool's default switching activity, not on a simulated workload.
