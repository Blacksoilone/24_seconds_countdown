## flow/run.sh

```bash
#!/bin/bash
# OpenROAD 26Q1-2900-gdf79404cd8, Yosys 0.63+post, stock flow scripts
make -C /OpenROAD-flow-scripts/flow DESIGN_CONFIG=/design/flow/config.mk WORK_HOME=/design/flow/orfs finish
```

## flow/config.mk

```make
export PLATFORM = sky130hd
export DESIGN_NAME = mips
export DESIGN_NICKNAME = mips
export VERILOG_FILES = /design/flow/design.v
export SDC_FILE = /design/flow/constraint.sdc
export NUM_CORES = 4
export LEC_CHECK = 1
export CORE_UTILIZATION = 30
```

## flow/constraint.sdc

```tcl
current_design mips

set clk_period 39.2
set clk_io_pct 0.2

create_clock -name clk0 -period $clk_period [get_ports {clk}]

set non_clock_inputs [all_inputs -no_clocks]
set_input_delay [expr $clk_period * $clk_io_pct] -clock clk0 $non_clock_inputs
set_output_delay [expr $clk_period * $clk_io_pct] -clock clk0 [all_outputs]
```

## flow/design.v

```verilog
module alu (
    input  [31:0] A,
    input  [31:0] B,
    input  [2:0]  ALUControl,   
    output [31:0] ALUResult,
    output        Zero
);
    reg [31:0] result;
    always @(*) begin
        case (ALUControl)
            3'b000: result = A & B;                      
            3'b001: result = A | B;                      
            3'b010: result = A + B;                      
            3'b110: result = A - B;                      
            3'b111: result = ($signed(A) < $signed(B)) ? 32'd1 : 32'd0;  
            default: result = A + B;  
        endcase
    end
    assign ALUResult = result;
    assign Zero = (result == 32'd0);
endmodule
module alucontrol (
    input      [1:0] aluop,
    input      [5:0] funct,
    output reg [2:0] alucont
);
    always @(*) begin
        case (aluop)
            2'b00: begin
                alucont <= 3'b010;   
            end
            2'b01: begin
                alucont <= 3'b110;   
            end
            default: begin   
                case (funct)
                    6'b100000: alucont <= 3'b010;   
                    6'b100010: alucont <= 3'b110;   
                    6'b100100: alucont <= 3'b000;   
                    6'b100101: alucont <= 3'b001;   
                    6'b101010: alucont <= 3'b111;   
                    default:   alucont <= 3'b101;   
                endcase
            end
        endcase
    end
endmodule
module datapath #(parameter WIDTH = 32, REGBITS = 5)(
    input clk, reset,
    input [WIDTH-1:0] memdata,    
    input alusrca, memtoreg, iord, pcen,
    input regwrite, regdst,
    input [1:0] pcsource, alusrcb,
    input irwrite,                
    input [2:0] alucont,
    output zero,
    output [31:0] instr,          
    output [WIDTH-1:0] adr, writedata
);
    parameter CONST_ZERO = {WIDTH{1'b0}};
    parameter CONST_ONE = { {WIDTH-1{1'b0}}, 1'b1 };
    parameter CONST_FOUR = {{WIDTH-2{1'b0}}, 2'b00};
    wire [REGBITS-1:0] ra1, ra2, wa;
    wire [WIDTH-1:0] pc, nextpc, md, rd1, rd2, wd, a, src1, src2, aluresult, aluout, constx4;
    assign constx4 = {instr[WIDTH-3:0], 2'b00};
    assign ra1 = instr[REGBITS+20 : 21];
    assign ra2 = instr[REGBITS+15 : 16];
    mux2to1#(REGBITS) regmux(instr[REGBITS+15 : 16],
                          instr[REGBITS+10 : 11], regdst, wa);
    flopen #(32) ir_reg (
        .clk(clk),
        .en(irwrite),
        .d(memdata),   
        .q(instr)
    );
    flopenr #(WIDTH) pcreg(clk, reset, pcen, nextpc, pc);
    flop #(WIDTH) mdr(clk, memdata, md);
    flop #(WIDTH) areg(.clk(clk), .d(rd1), .q(a));
    flop #(WIDTH) wrd(clk, rd2, writedata);
    flop #(WIDTH) res(clk, aluresult, aluout);
    mux2to1 #(WIDTH) adrmux(pc, aluout, iord, adr);
    mux2to1 #(WIDTH) src1mux(pc, a, alusrca, src1);
    mux4to1 #(WIDTH) src2mux(writedata, CONST_FOUR, instr[WIDTH-1:0], constx4, alusrcb, src2);
    mux4to1 #(WIDTH) pcmux(aluresult, aluout, constx4, CONST_ZERO, pcsource, nextpc);
    mux2to1 #(WIDTH) wdmux(aluout, md, memtoreg, wd);
    regfile #(
    .WIDTH(WIDTH),
    .REGBITS(REGBITS)
) rf (
    .clk(clk),
    .regwrite(regwrite),
    .ra1(ra1),
    .ra2(ra2),
    .wa(wa),
    .wd(wd),
    .rd1(rd1),
    .rd2(rd2)
);
    alu alunit (
    .A(src1),
    .B(src2),
    .ALUControl(alucont),
    .ALUResult(aluresult),
    .Zero(zero)
);
    zerodetect #(WIDTH) zd(aluresult, zero);
endmodule
module flop #(
    parameter WIDTH = 32   
)(
    input            clk,           
    input [WIDTH-1:0] d,            
    output reg [WIDTH-1:0] q        
);
    always @(posedge clk) begin
        q <= d;
    end
endmodule
module flopen #(
    parameter WIDTH = 32   
)(
    input            clk,           
    input            en,            
    input [WIDTH-1:0] d,            
    output reg [WIDTH-1:0] q        
);
    always @(posedge clk) begin
        if (en) begin
            q <= d;
        end
    end
endmodule
module flopenr #(
    parameter WIDTH = 32   
)(
    input            clk,           
    input            reset,         
    input            en,            
    input [WIDTH-1:0] d,            
    output reg [WIDTH-1:0] q        
);
    always @(posedge clk) begin
        if (reset) begin
            q <= 0;                
        end else if (en) begin
            q <= d;                
        end
    end
endmodule
module mips #(parameter WIDTH = 32, REGBITS = 5)(
    input            clk, reset,
    input [WIDTH-1:0] memdata,
    output           memread, memwrite,
    output [WIDTH-1:0] adr, writedata
);
    wire [31:0] instr;
    wire zero, alusrca, memtoreg, iord, pcen, regwrite, regdst;
    wire [1:0] aluop, pcsource, alusrcb;
    wire irwrite;           
    wire [2:0] alucont;
    outputcontrol cont(
        .clk(clk),
        .reset(reset),
        .op(instr[31:26]),
        .zero(zero),
        .memread(memread),
        .memwrite(memwrite),
        .alusrca(alusrca),
        .memtoreg(memtoreg),
        .iord(iord),
        .pcen(pcen),
        .regwrite(regwrite),
        .regdst(regdst),
        .pcsource(pcsource),
        .alusrcb(alusrcb),
        .aluop(aluop),
        .irwrite(irwrite)    
    );
    alucontrol ac(
        .aluop(aluop),
        .funct(instr[5:0]),
        .alucont(alucont)
    );
    datapath #(WIDTH, REGBITS) dp(
        .clk(clk),
        .reset(reset),
        .memdata(memdata),
        .alusrca(alusrca),
        .memtoreg(memtoreg),
        .iord(iord),
        .pcen(pcen),
        .regwrite(regwrite),
        .regdst(regdst),
        .pcsource(pcsource),
        .alusrcb(alusrcb),
        .irwrite(irwrite),       
        .alucont(alucont),
        .zero(zero),
        .instr(instr),           
        .adr(adr),
        .writedata(writedata)
    );
endmodule
module mux2to1 #(parameter WIDTH = 32) (
    input   [WIDTH-1:0] d0, d1,
    input   s,
    output  [WIDTH-1:0] y);
    assign y = s ? d1 : d0;
endmodule
module mux4to1 #(parameter WIDTH = 32)(
    input   [WIDTH-1:0] d0, d1, d2, d3,
    input   [1:0]       s,
    output  reg     [WIDTH-1:0] y);
    always @(*)
        case(s)
        2'b00: y <= d0;
        2'b01: y <= d1;
        2'b10: y <= d2;
        2'b11: y <= d3;
        endcase
endmodule
module outputcontrol(
    input           clk, reset,
    input [5:0]     op,
    input           zero,
    output reg      memread, memwrite, alusrca, memtoreg, iord,
    output          pcen,
    output reg      regwrite, regdst,
    output reg [1:0] pcsource, alusrcb, aluop,
    output reg      irwrite  
);
    reg [3:0] state, nextstate;
    reg pcwrite, pcwritecond;
    parameter FETCH   = 4'b0001;
    parameter DECODE  = 4'b0101;
    parameter MEMADR  = 4'b0110;
    parameter LBRD    = 4'b0111;
    parameter LBWR    = 4'b1000;
    parameter SBWR    = 4'b1001;
    parameter RTYPEEX = 4'b1010;
    parameter RTYPEWR = 4'b1011;
    parameter BEQEX   = 4'b1100;
    parameter JEX     = 4'b1101;
    parameter LB      = 6'b100000;
    parameter SB      = 6'b101000;
    parameter RTYPE   = 6'b0;
    parameter BEQ     = 6'b000100;
    parameter J       = 6'b000010;
    always @(posedge clk) begin
        if (reset)
            state <= FETCH;
        else
            state <= nextstate;
    end
    always @(*) begin
        case (state)
            FETCH: nextstate <= DECODE;
            DECODE: begin
                case (op)
                    LB:      nextstate <= MEMADR;
                    SB:      nextstate <= MEMADR;
                    RTYPE:   nextstate <= RTYPEEX;
                    BEQ:     nextstate <= BEQEX;
                    J:       nextstate <= JEX;
                    default: nextstate <= FETCH;
                endcase
            end
            MEMADR: begin
                case (op)
                    LB:      nextstate <= LBRD;
                    SB:      nextstate <= SBWR;
                    default: nextstate <= FETCH;
                endcase
            end
            LBRD:    nextstate <= LBWR;
            LBWR:    nextstate <= FETCH;
            SBWR:    nextstate <= FETCH;
            RTYPEEX: nextstate <= RTYPEWR;
            RTYPEWR: nextstate <= FETCH;
            BEQEX:   nextstate <= FETCH;
            JEX:     nextstate <= FETCH;
            default: nextstate <= FETCH;
        endcase
    end
    always @(*) begin
        irwrite     <= 1'b0;
        pcwrite     <= 1'b0;
        pcwritecond <= 1'b0;
        regwrite    <= 1'b0;  
        regdst      <= 1'b0;
        memread     <= 1'b0;
        memwrite    <= 1'b0;
        alusrca     <= 1'b0;
        alusrcb     <= 2'b00;
        aluop       <= 2'b00;
        pcsource    <= 2'b00;
        iord        <= 1'b0;
        memtoreg    <= 1'b0;
        case (state)
            FETCH: begin
                memread  <= 1;
                irwrite  <= 1;         
                alusrcb  <= 2'b01;     
                pcwrite  <= 1;
            end
            DECODE: begin
                alusrcb <= 2'b11;
            end
            MEMADR: begin
                alusrca <= 1;
                alusrcb <= 2'b10;
            end
            LBRD: begin
                memread <= 1;
                iord    <= 1;
            end
            LBWR: begin
                regwrite  <= 1;
                memtoreg  <= 1;
            end
            SBWR: begin
                memwrite <= 1;
                iord     <= 1;
            end
            RTYPEEX: begin
                alusrca <= 1;
                aluop   <= 2'b10;
            end
            RTYPEWR: begin
                regdst   <= 1;
                regwrite <= 1;
            end
            BEQEX: begin
                alusrca      <= 1;
                aluop        <= 2'b01;
                pcwritecond  <= 1;
                pcsource     <= 2'b01;
            end
            JEX: begin
                pcwrite  <= 1;
                pcsource <= 2'b10;
            end
        endcase
    end
    assign pcen = pcwrite | (pcwritecond & zero);
endmodule
module regfile #(
    parameter WIDTH = 32,
    parameter REGBITS = 5
)(
    input clk,
    input regwrite,
    input [REGBITS-1:0] ra1, ra2, wa,
    input [WIDTH-1:0] wd,
    output [WIDTH-1:0] rd1, rd2
);
    reg [WIDTH-1:0] RAM[(1<<REGBITS)-1:0];
    always @(posedge clk) begin
        if (regwrite && wa != 0)
            RAM[wa] <= wd;
    end
    assign rd1 = (ra1 == 0) ? {WIDTH{1'b0}} : RAM[ra1];
    assign rd2 = (ra2 == 0) ? {WIDTH{1'b0}} : RAM[ra2];
endmodule
module zerodetect #(parameter WIDTH = 32)(
    input   [WIDTH-1:0]     a,
    output                  y);
    assign      y = (a == 0);
endmodule
```

==> run notes <==
From the run reports.

- The signal on the critical path passes through nor2_4 -> buf_4 -> mux2_2 -> clkdlybuf4s50_1.
- The global-route wire length before repair reads 272000 um.
- The first-pass detailed-route iteration total reads 6.
- The async set or reset register ratio after synthesis reads 0%.
- The floorplan die width reads 450 um.
- At the end of routability-driven placement, the weighted congestion stood at 0.927.
- The leftover overflow at the end of global routing is 0.
- The total negative slack reads 0 ns.
- The worst setup path category is reg2out.
- The internal cell power reads 2.54 mW.
- The combinational gate area reads 24100 um^2.
- The area used by sequential logic in the layout reads 35100 um^2.
- The total core area is 198000 um^2.
- The area of all placed cells without fillers is 68800 um^2.
- The number of rows created at floorplan reads 163.
- Relative to the synthesized area, the layout overhead comes to 14.5%.
- The flow ran to the end, and the final reports show no timing, DRC or antenna violations.
- The count of vias placed by the detailed router reads 35000.
- The worst min-delay path category reads reg2reg.
- Per the placement log, port buffering inserted 99 buffers.
- The number of synthesized flops with an enable pin reads 1056.
- The maximum clock frequency reads 96.2 MHz.
- For this block, the initial DRC count from the detailed router was 2404.
- The final max-slew violation count recorded for this run is 0.
- In this run the post-CTS setup repair buffer count came out at 0.
- The reported max-cap violation count reads 0.
- The final wirelength is 189000 um.
- The number of remaining DRC errors reads 0.
- The area of the die is 202000 um^2.
- The number of buffers added by the clock tree synthesis step reads 120.
- Looking at the clock tree report, the root buffer type is sky130_fd_sc_hd__clkbuf_16.
- Setup repair after global routing left no endpoint under its margin.
- After technology mapping, the gate count stands at 3520.
- The filler cell count reads 18400.
- The kind of cell with the highest combined delay on the critical path reads buffers and inverters.
- The number of OpenROAD warnings reads 90.
- Yosys reports a chip area of 60100 um^2.
- The final setup violation count is 0.
- Data on the critical path arrives at its endpoint at 2.55 ns.
- The wire length per cell reads 29.6 um.
- The kind of capture point of the worst setup path reads an output pin.
- The required arrival time at the worst endpoint reads 31.36 ns.
- The number of endpoints with negative hold slack in the final report reads 0.
- The depth of the CTS H-tree reads 3.
- The largest stage delay on the critical path reads 0.49 ns.
- The count of antenna-violating nets left after detailed routing reads 0.
- Detailed placement ended at an HPWL of 117000 um.
- Registers are responsible for 45.9% of the overall power.
- In this run switching power makes up 28.5% of total power.
- The latest clock arrival within the worst-skew pair reads 0.78 ns.
- The clock network power share is 34.0%.
- The clock drives 1226 sinks.
- The layout summary lists the proportion of cells stronger than drive strength 1 as 30.0%.
- The cell area after synthesis reads 60100 um^2.
- The count of instances resized after the clock tree is built reads 0.
- The part of the Yosys area used for sequential elements is 58.4%.
- The number of antenna violations at the first check in global routing reads 6.
- The number of warning messages in the yosys log is 9.
- The critical path maximum fanout is 32.
- The nature of the critical path startpoint reads a flop.
- The combined buffer and inverter count along the critical path is 2.
- The number of antenna repair diodes is 0.
- The number of placed I/O pins reads 100.
- The part of the power in combinational logic is 20.1%.
- The power spent charging and discharging nets reads 1.01 mW.
- The number of hold buffers added after CTS was 0.
- The final clock period utilization by the worst path reads 26.5%.
- The via density per instance reads 5.49.
- The final timing report derives a shortest allowable period of 10.39 ns.
- The floorplan utilization reads 30.3%.
- The via count of the first global-routing pass reads 37900.
- Per the CTS log, the buffer count on the longest clock path is 3.
- The standby leakage power is 22.2 nW.
- The areal power density over the cells reads 51.6 nW/um^2.
- The height of the chip is 450 um.
- The worst-case setup margin in the final layout is 28.81 ns.
- The clock tree skew after final layout is 0.0726 ns.
- The average instance in the mapped netlist occupies 17.1 um^2.
- The clock-pin slew of the registers on the worst-case setup and hold paths reads 0.07 ns.
- The total global routing track utilization is 19.9%.
- The clock tree from TritonCTS reads built.
- The number of flip-flops and latches in the synthesized netlist is 1226.
- The worst-case IR drop observed on VDD is 0.0372 mV.
- The count of instantiated cells in the yosys netlist reads 3520.
- The setup slack at placement is 29.51 ns.
- The headroom to the max-slew limit reads 38.1%.
- The actual slew at the worst max-slew pin is 0.927 ns.
- Summing all placed instances gives a cell area of 64700 um^2.
- After synthesis, the netlist uses 98 different library cells.
- For this design, the slowest cell found on the critical path is sky130_fd_sc_hd__clkdlybuf4s50_1.
- Entering global routing, the biggest net connects 94 pins.
- The final core utilization is 34.7%.
- The main flop type after synthesis reads sky130_fd_sc_hd__edfxtp_1.
final timing paths:
kind                  startpoint             end  slack (ns)  depth (start not counted)
setup / recovery   cont.state[9]          adr[0]       28.81                          4
hold / removal    dp.pcreg.q[23]  dp.pcreg.q[23]        0.47                          2
setup reg to reg   cont.state[4]  dp.pcreg.q[29]       32.50                         16
hold reg to reg   dp.pcreg.q[23]  dp.pcreg.q[23]        0.47                          2
through the flow:
step	total power, mW	hold WS (ns)	std cells
2_1_floorplan	2.09	0.444	3551
3_3_place_gp	2.37	0.472	6142
3_5_place_dp	2.37	0.468	6142
4_1_cts	3.57	0.477	6371
5_1_grt	3.68	0.508	6371
6_report	3.55	0.474	6371
cells by family (layout without fill, tap and decap cells):
group | Yosys count | after routing | share of synthesized area (%)
buffers and inverters | 357 | 537 | 2.30
AOI/OAI and AO/OA | 403 | 403 | 4.64
muxes | 899 | 899 | 28.5
xor gates and xnor gates | 7 | 7 | 0.102
adders and majority gates | 98 | 98 | 2.06
and+or+nand+nor | 529 | 529 | 4.01
DFF | 1226 | 1226 | 58.4
other | 1 | 32 | 0.00623
layout make-up:
| class | instances | share of cell area, % |
|---|---|---|
| inverters | 106 | 0.578 |
| multi-input cells | 1968 | 34.9 |
| flip-flops and latches | 1226 | 51.0 |
| clock inverters | 75 | 1.21 |
| clock buffers | 154 | 4.77 |
| well taps | 2640 | 4.80 |
| repair buffers | 202 | 2.69 |
worst register-to-register path, delay by kind of cell (launching register included):
kind                     cells  cell delay (ns)
AND/OR/NAND/NOR              3             1.53
AND-OR/OR-AND                7             2.16
adder cells (fa/ha/maj)      1             0.50
multiplexers                 2             0.69
flip-flops                   1             0.67
buffers and inverters        3             1.05
flip-flops by register name (all words and copies together), names as in the netlist:
register	flops
cont.state	10
dp.areg.q	32
dp.res.q	32
dp.mdr.q	32
dp.pcreg.q	32
dp.rf.RAM	1024
dp.ir_reg.q	32
dp.wrd.q	32
cell usage after synthesis, types with 6 or more instances:
cell                       count  area share, %
sky130_fd_sc_hd__a211o_1       7           0.10
sky130_fd_sc_hd__a211oi_1     16           0.20
sky130_fd_sc_hd__a21o_1       19           0.24
sky130_fd_sc_hd__a21oi_1      76           0.63
sky130_fd_sc_hd__a221o_1       7           0.12
sky130_fd_sc_hd__a221oi_1     11           0.16
sky130_fd_sc_hd__a31oi_1      15           0.16
sky130_fd_sc_hd__and2_1        8          0.083
sky130_fd_sc_hd__and3_1        8          0.083
sky130_fd_sc_hd__buf_1        69           0.43
sky130_fd_sc_hd__buf_2        13           0.11
sky130_fd_sc_hd__clkbuf_1    164            1.0
sky130_fd_sc_hd__dfxtp_1     170            5.7
sky130_fd_sc_hd__edfxtp_1   1056             53
sky130_fd_sc_hd__ha_1         96            2.0
sky130_fd_sc_hd__inv_1       100           0.62
sky130_fd_sc_hd__mux2_2      102            1.9
sky130_fd_sc_hd__mux2i_1     155            2.6
sky130_fd_sc_hd__mux4_2      640             24
sky130_fd_sc_hd__nand2_1     193            1.2
sky130_fd_sc_hd__nand2b_1     21           0.22
sky130_fd_sc_hd__nand3_1      22           0.18
sky130_fd_sc_hd__nand4_1      11           0.11
sky130_fd_sc_hd__nor2_1      177            1.1
sky130_fd_sc_hd__nor2b_1      18           0.19
sky130_fd_sc_hd__nor3_1       23           0.19
sky130_fd_sc_hd__nor4_1       11           0.11
sky130_fd_sc_hd__o211ai_1     18           0.22
sky130_fd_sc_hd__o21a_1       10           0.12
sky130_fd_sc_hd__o21ai_0     108           0.90
sky130_fd_sc_hd__o21bai_1     10           0.12
sky130_fd_sc_hd__o221a_2       9           0.17
sky130_fd_sc_hd__o221ai_1      8           0.12
sky130_fd_sc_hd__o22ai_1      11           0.11
sky130_fd_sc_hd__o31ai_1      11           0.14
sky130_fd_sc_hd__o32ai_1       6          0.087
sky130_fd_sc_hd__or2_2         6          0.062
sky130_fd_sc_hd__xnor2_1       7           0.10
power groups by stage:
| stage | clock network [mW] | logic, mW | registers (mW) |
|---|---|---|---|
| 4_1_cts | 1.23 | 0.712 | 1.63 |
| 5_1_grt | 1.27 | 0.775 | 1.64 |
| 6_report | 1.21 | 0.715 | 1.63 |
routing by layer:
metal,wire [um],share of wire [%],up-vias,GRT usage [%]
li1,-,-,14700,-
met1,59400,31,17700,21.2
met2,91100,48,2222,31.0
met3,29700,16,330,14.0
met4,8300,4.4,12,6.81
met5,191,0.10,-,0.900
layout by cell type (no fill, tap or decap), drive strengths merged, types with 12 or more instances in the layout:
master	count
mux4	640
a221oi	12
mux2	104
buf	103
nor3	23
nand3	22
bufinv	15
ha	96
clkbuf	154
a31oi	15
nor4	13
conb	32
nand2	194
a21o	19
a211oi	18
o211ai	19
edfxtp	1056
a21oi	76
clkdlybuf4s50	99
nor2	178
clkinv	52
inv	113
o21ai	112
o31ai	12
mux2i	155
dfxtp	170
nor2b	18
nand2b	22
Power figures rest on the tool's default switching activity, not on a simulated workload.
