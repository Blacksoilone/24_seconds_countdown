File: run.sh
#!/bin/bash
# OpenROAD 26Q1-2900-gdf79404cd8, Yosys 0.63+post, stock flow scripts
make -C /OpenROAD-flow-scripts/flow DESIGN_CONFIG=/design/flow/config.mk WORK_HOME=/design/flow/orfs finish
File: config.mk
export PLATFORM = sky130hd
export DESIGN_NAME = instruction_register
export DESIGN_NICKNAME = instruction_register
export VERILOG_FILES = /design/flow/design.v
export SDC_FILE = /design/flow/constraint.sdc
export NUM_CORES = 4
export LEC_CHECK = 1
export CORE_AREA = 10 10 95 95
export DIE_AREA = 0 0 105 105
File: constraint.sdc
current_design instruction_register

set clk_period 1.0
set clk_io_pct 0.2

create_clock -name clk0 -period $clk_period [get_ports {clk}]

set non_clock_inputs [all_inputs -no_clocks]
set_input_delay [expr $clk_period * $clk_io_pct] -clock clk0 $non_clock_inputs
set_output_delay [expr $clk_period * $clk_io_pct] -clock clk0 [all_outputs]
File: design.v
module instruction_register (
    input               clk,
    input               load,           
    input      [31:0]   mem_in,       
    output     [5:0]    opcode,          
    output     [4:0]    rs,              
    output     [4:0]    rt,              
    output     [4:0]    rd,              
    output     [4:0]    shamt,           
    output     [5:0]    funct,           
    output     [15:0]   immediate,       
    output     [25:0]   target           
);
    reg [31:0] ir;
    always @(posedge clk) begin
        if (load) begin
            ir <= mem_in;
        end
    end
    assign opcode    = ir[31:26];
    assign rs        = ir[25:21];
    assign rt        = ir[20:16];
    assign rd        = ir[15:11];
    assign shamt     = ir[10:6];
    assign funct     = ir[5:0];
    assign immediate = ir[15:0];
    assign target    = ir[25:0];
endmodule
==> impl_metrics.ini <==
; yosys + openroad results
[global_route]
grt_pass1_wl_mm = 5.526
grt_pass1_vias = 885
grt_max_degree = 18
track_usage_pct = 6.393
antenna_found_initial = 1
overflow = 0

[worst_hold_path]
hold_depth = 2
min_path_type = primary input to flip-flop

[sta]
maxSlewHeadroom_pct = 91.93
fin_ws_ns = -0.1386
finalClockPeriodUsage_pct = 113.9
setup_viol_count_final = 35
finalSetupTns_ns = -2.105
final-max-slew-violation-count = 0
timing.fmax_ghz = 0.8783
hold_viol = 0
period_needed_ns = 1.139
hold_slack_ns = 0.3499
rsz0062_at_grt = true
worst_pin_slew_ns = 0.1211

[clocking]
cts_tree = built
clk_pin_slew_ns = 0.06
cts_sinks = 32
cts_buffer_depth = 2
htree_levels = 2
cts_buffers = 5
root_buffer = clkbuf_8

[drt]
viasPerCell = 3.299
vias = 838
drt_iter0_drc = 19
first_pass_iters = 3
dr.max_layer_used = met5
drc = 0
wire_per_inst_um = 14.94
route.met3.wl_um = 539
wl_mm = 3.796
wl_met1_mm = 1.403
wl_met2_mm = 1.756
n_antenna_cell = 0
ant_nets = 0

[die]
ioPinCount = 108
fp.dieH_um = 105
dieArea_um2 = 11030
core.rowCount = 30
initial_utilization_pct = 18.48
core_area_um2 = 6907
die_w_um = 105

[place]
dp.cells = 237
gp_congestion = 0.6966
dpl_worst_slack_ns = -0.06392
port_buffers = 107

[job]
maxCapViolCount = 0
tool_warnings = 27

[pwr]
power.density_nw_per_um2 = 1453
finalPower_mw = 3.056
leakagePower_nw = 0.8870
vdd_drop_max_mv = 0.3897

[status]
outcome = finished, violations left
violations = setup timing

[cells_and_area]
comb_area_um2 = 0
comb_cells = 0
reg_top3 = ir: 32 flops
final_layout_size_suffix_gt1_share_pct = 58.86
area_delta_synth_final_pct = 64.80
largest_reg_flops = 32
top_register = ir
fin_cells = 254

[critical_path]
cp_max_fo = 2
worstPathRequired_ns = 0.80
end_kind = output port
worst-setup-path-type = flip-flop to output port
start_kind = flip-flop
crit_arrival_ns = 0.94

[logic_synthesis]
edf_count = 32
syn_inst = 74
synth_flops = 32
synth_top_area_share_pct = 75.29
ys_warn_count = 1
yosys_most_used_dff = edfxtp_1
synthTopCellsByCount = buf_4, edfxtp_1
yosysTopAreaCell = edfxtp_1
synth_stat.cells = 74
synth.cell_area_um2 = 1276
yosys_area_um2 = 1276
synthDistinctLibCells = 2
synth.area.top_cells = edfxtp_1, buf_4
top_cell = buf_4
async_flop_share_pct = 0
yosys.stat.seqShare_pct = 75.29
syn_avg_cell_area_um2 = 17.25
-- critical path, stage by stage, from the launching register on --
cell      delay (ns)
edfxtp_1        0.42
buf_6           0.15
buf_6           0.10
-- path summary, 6_finish.rpt --
check / start / end / slack, ns
worst min-delay path: load / ir[24] / 0.35
worst max-delay path: ir[8] / shamt[2] / -0.14
-- metrics by stage --
stage	util (%)	cell area, µm²
4_1_cts	29.84	2061
3_5_place_dp	31.67	2187
3_3_place_gp	31.67	2187
2_1_floorplan	-	1276
6_report	30.45	2103
5_1_grt	30.45	2103
-- final cells by class --
cell class,instances,area [µm²]
Fill cell,710,4803
Sequential cell,32,960.9
Timing Repair Buffer,119,944.7
Tap cell,96,120.1
Clock buffer,6,72.57
Clock inverter,1,5.005
-- cells in the final DEF (no fill, tap or decap) --
master / instances
buf_4: 1
clkdlybuf4s50_1: 32
buf_6: 25
edfxtp_1: 32
clkbuf_8: 5
buf_12: 2
clkbuf_2: 3
clkbuf_1: 1
clkinv_2: 1
buf_2: 56
-- metal layers --
layer	up-vias	global-route usage, %
met5	-	0
li1	379	-
met2	65	9.920
met4	2	1.176
met1	385	7.284
met3	7	4.286
-- cell families (layout without fill, tap and decap cells) --
kind of cell           Yosys count  in the layout  share of synthesized area [%]
buffers and inverters           42            126                          24.71
DFF                             32             32                          75.29
-- report_power, final --
part	internal, mW	switching, mW	total [mW]
combinational	0.375	0.112	0.487
clock	0.472	0.452	0.924
sequential	1.60	0.0489	1.65
-- timing repair --
item | CTS | global route
hold buffers | 0 | 0
gates resized | 235 | 15
setup buffers | 9 | 1
endpoints found under the setup margin | 74 | 70
